<file path="design/flow/config.mk">
export PLATFORM = sky130hd
export DESIGN_NAME = serial_adder
export DESIGN_NICKNAME = serial_adder
export VERILOG_FILES = /design/flow/design.v
export SDC_FILE = /design/flow/constraint.sdc
export NUM_CORES = 4
export LEC_CHECK = 1
export CORE_AREA = 10 10 494 494
export DIE_AREA = 0 0 504 504
</file>
<file path="design/flow/constraint.sdc">
current_design serial_adder

set clk_period 12.2
set clk_io_pct 0.2

create_clock -name clk0 -period $clk_period [get_ports {clk}]

set non_clock_inputs [all_inputs -no_clocks]
set_input_delay [expr $clk_period * $clk_io_pct] -clock clk0 $non_clock_inputs
set_output_delay [expr $clk_period * $clk_io_pct] -clock clk0 [all_outputs]
</file>
<file path="design/flow/design.v">
`timescale 1ns / 1ps
module serial_adder(a,b,cin,clk,sum,cout,rst);
input [255:0] a,b;
input cin,rst,clk;
output reg [255:0] sum;
output reg cout;
reg [255:0] a_reg,b_reg;
reg cin_reg;
wire [31:0] s_temp;
wire c_temp;
always@(posedge clk)
begin
if(rst) begin
a_reg<=a;b_reg<=b;sum<=0;cout<=0;cin_reg<=cin;
end
else begin
a_reg<={32'd0,a_reg[255:32]};b_reg<={32'd0,b_reg[255:32]};cin_reg<=c_temp;
cout<=c_temp;
sum<={s_temp,sum[255:32]};
end
end
simple_adder #(.W(32)) add(a_reg[31:0],b_reg[31:0], cin_reg,s_temp,c_temp);
endmodule
`timescale 1ns / 1ps
module simple_adder(a,b, cin,sum,cout);
parameter W=256;
input [W-1:0] a,b;
input cin;
output [W-1:0] sum;
output cout;
assign {cout,sum}=a+b+cin;
endmodule
</file>
<file path="design/flow/run.sh">
#!/bin/bash
# OpenROAD 26Q1-2900-gdf79404cd8, Yosys 0.63+post, stock flow scripts
make -C /OpenROAD-flow-scripts/flow DESIGN_CONFIG=/design/flow/config.mk WORK_HOME=/design/flow/orfs finish
</file>
==> notes.md <==
This memo summarizes the results of the implementation run.

Run status
The run finished with clean final reports.

Clock tree
The clock-pin slew reported for the worst setup and hold paths after clock tree synthesis is 0.06 ns. Looking at the post-CTS report, the setup buffer insertion count equals 0. Buffers inserted to repair hold after CTS numbered 0.

At the later pin of the worst-skew pair, clock insertion delay measures 0.73 ns. The number of clock sinks is 770. The CTS tree is done. The cell sitting at the root of the clock tree is a sky130_fd_sc_hd__clkbuf_16. The deepest clock path buffer count is 3. The number of buffers created by CTS is 90.

Post-CTS repair changed the size of 0 cells. In this run the number of H-tree levels came out at 3.

STA
Setup repair after global routing left no endpoint under its margin. The final period demand of the worst path is 4.83 ns. Per the final report, max-transition violations number 0.

Looking at the max-slew report, the worst-margin pin has a slew of 0.858 ns. The post-layout worst setup margin is 7.37 ns. In the final timing run, aggregate negative setup slack is 0 ns. The final setup skew is about 0.035 ns.

In the final report, the number of hold violations comes to 0. The setup-violating endpoint count in the final report is 0. Across all checked pins, the minimum headroom to the slew limit is 42.8%. Timing would allow up to 207 MHz. The post-route fraction of the period consumed by the critical path is 39.6%.

Place
The placed instance area is 0.0361 mm2. The post-detailed-placement half-perimeter wirelength is between 100 and 150 mm. Per the placement log, port buffering inserted 771 buffers. The final weighted congestion in routability-driven placement is 0.884. The setup slack after placement is roughly 6.6 ns.

Logic synthesis
After synthesis the netlist holds a flip-flop and latch count of between 700 and 800. The leading register cell type out of synthesis is sky130_fd_sc_hd__dfxtp_1. In this run the cell area of the synthesized design comes to between 0.02 and 0.025 mm2. The async set-reset flop share out of synthesis is 0%. After synthesis, the design contains 1,886 cells according to Yosys. The instance tally after logic synthesis is 1,886. Each instance of the synthesized netlist takes up on average 13.1 um2. The yosys synthesis warning count is 1. For this run, the chip area from Yosys synthesis comes to 0.0247 mm2.

The synthesized design contains 0 enable-type register cells. The number of distinct library cells after synthesis is approximately 58. The register area share after synthesis is 62.4%.

Setup path
In this run the critical register-to-register path is launched from b_reg[0]. According to the timing report, the data required time at the worst endpoint equals 12.80 ns. The worst path arrival time is ~5.4 ns. The worst setup path is captured at a flip-flop. The critical path startpoint category is an input pin. For reference, the critical path is launched at rst. The critical path start-end classification is in2reg. The critical path maximum fanout is 99.

Pwr
The worst ir drop on vdd is about 0.097 mV. The power per cell area is 165 mW/mm2. The leakage power is 14.3 nW.

Job
The number of maximum-capacitance constraint violations is 0. Warnings raised by the tools during the run amount to 28.

Layout
The filler cell count is 25,409. The final cell utilization of the core is 16.8%. The fraction of layout instances using a drive strength above 1 is 23.0%.

From synthesis to final layout, the design area changed by 58.8%. In the layout the commonest cells are sky130_fd_sc_hd__dfxtp_1 (770), sky130_fd_sc_hd__clkdlybuf4s50_1 (770), sky130_fd_sc_hd__mux2_2 (449). The final non-filler cell area is 0.0392 mm2.

Global routing
The via count of the first global-routing pass is 17,347. The global-route wire length before repair is 157 mm. Entering global routing, the biggest net connects 152 pins. After global routing the overflow that remains totals 0.

The number of antenna violations at the first check in global routing is 109. Total global-route track usage over all layers is a little under a tenth.

Die
For reference, the placement row count at floorplan is 177. The starting density of the core is 10.6%. After floorplanning, the die was sized to cover 0.254 mm2. The horizontal die dimension is roughly 500 um. In this run the standard cell core region covers 0.233 mm2. The die is between 500 and 600 um tall.

The number of ports placed on the die boundary is 772.

Route
The count of antenna-violating nets left after detailed routing is 0. For this block, the via count after detailed routing is around 17,000. The DRC violation total left in the routed layout is recorded as 0. The mean routed wirelength per cell is 20.4 um. The number of optimization iterations in the first detailed-route pass is 5. The ratio of routed vias to standard cells is 2.85. Summed over all layers, the routed wires come to 120 mm. The number of violations reported at the end of detailed-routing iteration 0 is 783.

Hold path
STA lists the startpoint of the worst hold path as a_reg[35]. The worst hold path class is reg2reg.
logic make-up after synthesis:
family,after synthesis,synth area share (%)
mux,457,20.9
fa+ha+maj,33,1.73
flops,770,62.4
simple gates,393,9.38
xor+xnor,19,0.674
buf+inv,105,1.62
compound gates,109,3.30
routing by layer:
metal / global-route usage [%] / vias up / routed length, um
met3: 2.79 / 257 / 8580
met2: 16.7 / 804 / 62100
met5: 0 / - / 103
met4: 3.79 / 18 / 6410
met1: 9.96 / 7728 / 42600
li1: - / 7988 / -
synthesized netlist by cell type (3+ instances only):
| master | number | share of area, % |
|---|---|---|
| sky130_fd_sc_hd__nand2_1 | 21 | 0.32 |
| sky130_fd_sc_hd__a31oi_1 | 5 | 0.13 |
| sky130_fd_sc_hd__o21a_1 | 3 | 0.091 |
| sky130_fd_sc_hd__a21oi_1 | 29 | 0.59 |
| sky130_fd_sc_hd__mux2_2 | 449 | 20 |
| sky130_fd_sc_hd__mux2_1 | 6 | 0.27 |
| sky130_fd_sc_hd__nor2_1 | 39 | 0.59 |
| sky130_fd_sc_hd__a2111oi_0 | 4 | 0.14 |
| sky130_fd_sc_hd__buf_2 | 4 | 0.081 |
| sky130_fd_sc_hd__xor2_1 | 6 | 0.21 |
| sky130_fd_sc_hd__o21ai_0 | 11 | 0.22 |
| sky130_fd_sc_hd__ha_1 | 31 | 1.6 |
| sky130_fd_sc_hd__o21ai_1 | 6 | 0.12 |
| sky130_fd_sc_hd__and2_1 | 68 | 1.7 |
| sky130_fd_sc_hd__dfxtp_1 | 770 | 62 |
| sky130_fd_sc_hd__nand3_1 | 6 | 0.12 |
| sky130_fd_sc_hd__and3_1 | 4 | 0.10 |
| sky130_fd_sc_hd__nand4_1 | 4 | 0.10 |
| sky130_fd_sc_hd__a21o_1 | 18 | 0.55 |
| sky130_fd_sc_hd__clkbuf_1 | 92 | 1.4 |
| sky130_fd_sc_hd__nor2b_1 | 235 | 6.0 |
| sky130_fd_sc_hd__inv_1 | 9 | 0.14 |
| sky130_fd_sc_hd__o21bai_1 | 4 | 0.12 |
| sky130_fd_sc_hd__nor3_1 | 6 | 0.12 |
| sky130_fd_sc_hd__xnor2_1 | 13 | 0.46 |
final timing paths:
check | end | slack (ns) | depth (start not counted)
worst max register to register | sum[250] | 8.76 | 8
worst min register to register | a_reg[3] | 0.43 | 1
worst max-delay path | b_reg[210] | 7.37 | 5
worst min-delay path | a_reg[3] | 0.43 | 1
critical path, stage by stage:
cell                     delay, ns
sky130_fd_sc_hd__buf_8        0.47
sky130_fd_sc_hd__buf_4        0.62
sky130_fd_sc_hd__buf_4        0.72
sky130_fd_sc_hd__buf_4        0.59
sky130_fd_sc_hd__mux2_2       0.40
where the power goes:
part / total [mW] / switching [mW] / internal (mW)
Sequential: 2.90 / 0.169 / 2.73
Clock: 2.77 / 1.17 / 1.61
Combinational: 0.780 / 0.301 / 0.479
layout make-up:
| type | count | area, um2 | area share (%) |
|---|---|---|---|
| well taps | 3132 | 3920 | 10.0 |
| inverters | 9 | 33.8 | 0.0862 |
| diodes | 20 | 50.0 | 0.128 |
| multi-input cells | 1011 | 8870 | 22.6 |
| clock buffers | 124 | 2590 | 6.61 |
| flip-flops and latches | 770 | 15400 | 39.3 |
| repair buffers | 789 | 7870 | 20.1 |
| clock inverters | 34 | 452 | 1.15 |
per-stage QoR:
stage / power [mW] / instances / hold WS (ns)
after floorplan: 3.21 / 1886 / 0.414
after global placement: 3.76 / 5711 / 0.437
after detailed placement: 3.76 / 5711 / 0.440
after CTS: 6.61 / 5869 / 0.421
after global routing: 6.76 / 5883 / 0.450
final: 6.46 / 5889 / 0.433
Power is estimated from default activity; no workload was simulated.
