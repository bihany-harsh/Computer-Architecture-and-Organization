==> ./design.v <==
`timescale 1ns / 1ps
module simple_adder(a,b, cin,sum,cout);
parameter W=256;
input [W-1:0] a,b;
input cin;
output [W-1:0] sum;
output cout;
assign {cout,sum}=a+b+cin;
endmodule
`timescale 1ns / 1ps
module simple_adder_delay(clk,a,b,cin,sum,cout);
parameter W=256;
input [W-1:0] a,b;
input cin,clk;
output reg [W-1:0] sum;
output reg cout;
reg [W-1:0] a_reg, b_reg;
reg cin_reg;
wire [W-1:0] sum_wire;
wire cout_wire;
always@(posedge clk)
begin
a_reg<=a;b_reg<=b; cin_reg<=cin;sum<=sum_wire;cout<=cout_wire;
end
simple_adder add(a_reg,b_reg, cin_reg,sum_wire,cout_wire);
endmodule
==> ./run.sh <==
#!/bin/bash
# OpenROAD 26Q1-2900-gdf79404cd8, Yosys 0.63+post, stock flow scripts
make -C /OpenROAD-flow-scripts/flow DESIGN_CONFIG=/design/flow/config.mk WORK_HOME=/design/flow/orfs finish
==> ./config.mk <==
export PLATFORM = sky130hd
export DESIGN_NAME = simple_adder_delay
export DESIGN_NICKNAME = simple_adder_delay
export VERILOG_FILES = /design/flow/design.v
export SDC_FILE = /design/flow/constraint.sdc
export NUM_CORES = 4
export LEC_CHECK = 1
export CORE_AREA = 10 10 394 394
export DIE_AREA = 0 0 404 404
==> ./constraint.sdc <==
current_design simple_adder_delay

set clk_period 30.1
set clk_io_pct 0.2

create_clock -name clk0 -period $clk_period [get_ports {clk}]

set non_clock_inputs [all_inputs -no_clocks]
set_input_delay [expr $clk_period * $clk_io_pct] -clock clk0 $non_clock_inputs
set_output_delay [expr $clk_period * $clk_io_pct] -clock clk0 [all_outputs]
==> impl_metrics.csv <==
group,metric,value,unit
yosys,ys_ff,770,
detailed_routing,drt_first_pass_iters,6,
worst_hold_path,hold_start,"b_reg[0]",
cells_and_area,syn_to_final_growth,36.4,%
grt,grt_usage,21.2,%
clock_network,cts_tree,"done",
detailed_routing,finalWirelength,176000,µm
clock_network,cts_inserted_buffers,83,
power_and_ir_drop,p_seq_share,39.2,%
worst_setup_path,slowest_delay,480,ps
job,warnings,25,
clock_network,ctsHoldBuffers,0,
clock_network,insertion_delay,720,ps
grt,grt_first_pass_wirelength,244000,µm
floorplanning,chipWidth,404,µm
yosys,synth.distinct_cells,84,
yosys,synthArstFlopShare,0,%
placement,dp_cells,6382,
cells_and_area,final_cells,6561,
power_and_ir_drop,p_switching,0.903,mW
timing,layout_min_cycle_time,7560,ps
timing,fmax,132,MHz
power_and_ir_drop,pwr-share-clk,35.7,%
clock_network,ctsHtreeMaxLevel,3,
clock_network,cts_root_buf,"clkbuf_16",
floorplanning,chip_area,163000,µm²
worst_setup_path,path_class,"flip-flop to primary output",
detailed_routing,initialDrtViolationCount,2773,
power_and_ir_drop,leakage,18.4,nW
timing,fin_hold_ws,516,ps
cells_and_area,layout-drive-gt1-share,4.66,%
worst_setup_path,cp_top_family,"buffers and inverters",
outcome,status,"finished, final reports clean",
placement,gp_congestion,0.993,
yosys,yosys_warnings,1,
clock_network,cts_sinks,770,
floorplanning,row_count,140,
worst_setup_path,start_kind,"flip-flop",
cells_and_area,post-route-util,32.2,%
worst_hold_path,hold_path.class,"flip-flop to flip-flop",
worst_setup_path,worstPathArrival,1540,ps
timing,final_max_slew_viol_count,0,
worst_setup_path,cp-end-kind,"primary output",
yosys,postSynthSeqShare,44.7,%
floorplanning,die_h,404,µm
timing,slew_headroom,27.4,%
timing,setup-violations-final,0,
yosys,ff_type,"dfxtp_1",
placement,port_buffers,770,
worst_setup_path,worstPathRequired,24080,ps
grt,grt_overflow,0,
detailed_routing,drc,0,
floorplanning,core-area,146000,µm²
power_and_ir_drop,vdd_ir_drop_max,54.6,µV
detailed_routing,ant_nets,0,
timing,finalCritPeriodShare,25.1,%
grt,grt_pass1_vias,31900,
cells_and_area,lay_top_cells,"770 x dfxtp_1, 770 x clkdlybuf4s50_1, 498 x a21oi_1",
detailed_routing,viasPerCell,4.96,
worst_setup_path,crit_fanout,1,
yosys,netlist_area,34500,µm²
yosys,netlist_instances,3844,
worst_setup_path,path_cells,"clkdlybuf4s50_1",
timing,skew,37.9,ps
detailed_routing,routedWlPerCell,26.9,µm
clock_network,post_cts_buffers,0,
placement,dp_hpwl,153000,µm
power_and_ir_drop,switching_share,29.9,%
worst_setup_path,crit_buf_inv,1,
power_and_ir_drop,p_comb_share,25.1,%
detailed_routing,vias,32500,
timing,rsz0062_at_grt,"no",
timing,timing_hold_violations_final,0,
timing,worst_pin_slew,1080,ps
placement,dp_slack,23290,ps
floorplanning,fp_util,23.6,%
timing,finalSetupTns,0,ps
clock_network,ctsResizeCount,0,
power_and_ir_drop,powerDensity,64.1,nW/µm²
clock_network,clkTransAtPathRegs,70,ps
yosys,synth-edff-count,0,
clock_network,clock_path_buffers,3,
worst_setup_path,critPathSlowestCell,"clkdlybuf4s50_1",
grt,grt_max_degree,15,
worst_setup_path,crit_path_start,"sum[181]",
floorplanning,ioPinCount,771,
yosys,ys_cells,3844,
timing,worst_slack,22540,ps
yosys,ys_area,34500,µm²
yosys,avgSynthCellArea,8.97,µm²
worst_setup_path,r2r_start,"a_reg[0]",
job,max_cap_violations,0,
power_and_ir_drop,p_int,2.11,mW
grt,antenna_found_initial,76,
==> cells by family after synthesis <==
group	Yosys count	share of synthesized area, %
AND-OR/OR-AND	1250	22.1
adder cells (fa/ha/maj)	257	9.36
buffers and inverters	272	3.06
flip-flops	770	44.7
AND/OR/NAND/NOR	1042	14.4
XOR/XNOR	251	6.37
multiplexers	2	0.0580
==> worst paths after layout <==
check,slack [ps],to,cells past startpoint
min,520,sum[0],1
max,22540,sum[181],1
max reg2reg,24190,sum[166],15
min reg2reg,520,sum[0],1
==> synth_stat cells (all sizes together) (9+ instances only) <==
master,number,area (µm²)
a211oi,20,160
a21boi,21,158
a21o,106,796
a21oi,501,2520
a221oi,12,124
a31oi,29,200
and4,16,140
buf,28,140
clkbuf,140,526
dfxtp,770,15400
ha,255,3190
inv,104,390
nand2,328,1240
nand2b,18,113
nand3,33,165
nand4,183,1150
nor2,292,1100
nor2b,13,81.3
nor3,73,370
nor4,24,171
o211ai,21,158
o21a,31,233
o21ai,297,1500
o21bai,110,826
o221ai,9,78.8
o31ai,19,175
o41ai,9,105
or2,20,128
or3,12,75.1
or4,10,78.8
xnor2,159,1390
xor2,92,806
==> routing by layer <==
| layer | routed length [µm] | part of all wire (%) | up-vias | global-route usage (%) |
|---|---|---|---|---|
| li1 | - | - | 15300 | - |
| met1 | 76500 | 43 | 15600 | 29.6 |
| met2 | 80300 | 46 | 1426 | 32.7 |
| met3 | 15300 | 8.7 | 233 | 6.11 |
| met4 | 4030 | 2.3 | 22 | 5.09 |
| met5 | 150 | 0.085 | - | 0 |
==> final cells by class <==
cell class / instances / area (µm²)
fillers: 15000 / 99000
clock buffers: 111 / 2340
flip-flops and latches: 770 / 15400
multi-input cells: 2802 / 18000
inverters: 104 / 390
well taps: 1917 / 2400
clock inverters: 39 / 547
repair buffers: 789 / 7850
diodes: 29 / 72.6
==> metrics by stage <==
| stage | total power, mW | area, µm² |
|---|---|---|
| after CTS | 3.04 | 47000 |
| after detailed placement | 1.95 | 44100 |
| after floorplan | 1.49 | 34500 |
| final | 3.01 | 47000 |
| after global placement | 1.95 | 44100 |
| after global routing | 3.14 | 47000 |
==> power groups by stage <==
stage     sequential (mW)  clock (mW)  combinational (mW)
4_1_cts              1.18        1.10               0.753
5_1_grt              1.19        1.14               0.806
6_report             1.18        1.08               0.758
No activity file was given, so power comes from the tool's default toggle rates.
