===== design.v =====
module Veda (
    input clk,
    input [31:0] instruction,   
    input RegWrite,
    input RegDst,
    input [31:0] WriteData,   
    output [31:0] ReadData1,
    output [31:0] ReadData2
);
  reg [31:0] RegData[31:0];   
  integer i;
  initial begin
    for (i = 0; i < 32; i = i + 1) begin
      RegData[i] = 32'b0;
    end
  end
  assign ReadData1 = RegData[instruction[25:21]];
  assign ReadData2 = RegData[instruction[20:16]];
  always @(posedge clk) begin   
    if (RegWrite == 1'b1) begin
      if (RegDst == 1'b0) begin
        RegData[instruction[20:16]] = WriteData;
      end else begin
        RegData[instruction[15:11]] = WriteData;
      end
    end
  end
endmodule

===== run.sh =====
#!/bin/bash
# OpenROAD 26Q1-2900-gdf79404cd8, Yosys 0.63+post, stock flow scripts
make -C /OpenROAD-flow-scripts/flow DESIGN_CONFIG=/design/flow/config.mk WORK_HOME=/design/flow/orfs finish

===== config.mk =====
export PLATFORM = sky130hd
export DESIGN_NAME = Veda
export DESIGN_NICKNAME = Veda
export VERILOG_FILES = /design/flow/design.v
export SDC_FILE = /design/flow/constraint.sdc
export NUM_CORES = 4
export LEC_CHECK = 1
export CORE_UTILIZATION = 40

===== constraint.sdc =====
current_design Veda

set clk_period 5.8
set clk_io_pct 0.2

create_clock -name clk0 -period $clk_period [get_ports {clk}]

set non_clock_inputs [all_inputs -no_clocks]
set_input_delay [expr $clk_period * $clk_io_pct] -clock clk0 $non_clock_inputs
set_output_delay [expr $clk_period * $clk_io_pct] -clock clk0 [all_outputs]

==> git commit body <==
Log flow metrics for this revision

* Total power: ~17000 uW
- Clk slew on worst S/H paths: around 0.060 ns
* Top cell types by occurrence after synthesis: sky130_fd_sc_hd__mux2i_1 (1025), sky130_fd_sc_hd__edfxtp_1 (1024), sky130_fd_sc_hd__nand2_1 (209)
* Placement Rows: between 100 and 150
- Looking at hold timing, the worst path starts from WriteData[18].
- Hold WS: about 1.3 ns
- Chip Footprint: between 100000 and 150000 um^2
- Via count of the routed design: just over 30000
- Comb. cell area: 16900 um^2
- Register area: around 30000 um^2
- The synthesis stats list as the most numerous cell sky130_fd_sc_hd__mux2i_1.
* Power per unit of standard cell area: 294 nW/um^2
- Synth unique cells: 30
- According to the report, the first pass of detailed routing completed in 5 iterations.
- Final max-slew violation count: 0
* Layout area overhead: 14.9%
- Tightest Pin Transition: between 0.9 and 1 ns
- Combined global-route utilization of all metal layers: 26.3%
- CP Class: primary input to output port
- The number of antenna violations at the first check in global routing is 6.
- Number of cell instances after yosys synthesis: ~3400
- In the routed layout, each cell is associated on average with a via count of approximately 6.
- Of all cell types, the one taking the most synthesized area is sky130_fd_sc_hd__edfxtp_1.
* Worst hold path depth: 2
- The final layout contains routed wiring with a total length of ~150 mm.
- Minimum period implied by the final worst setup slack: 5.22 ns
* Routability congestion estimate: between 0.8 and 0.9
- Placeable core region: 121000 um^2
* Root buffer cell: sky130_fd_sc_hd__clkbuf_16
- The final timing report counts setup violations totalling 0.
- For this run, the register share of the synthesized area comes to between 60% and 70%.
* Cells after synthesis: 3412
* IR drop worst, VDD: between 0.2 and 0.3 mV
- The commonest register cell is sky130_fd_sc_hd__edfxtp_1.
* Flip-flop count of the largest register after layout: 1024
* Post-Syn Area per Cell: between 10 and 15 um^2
- Max-cap viol count: 0
- Maximum number of pins on one net before global-route repair: approximately 83
- Core utilization at floorplan: 40.6%
* Final Hold Vio Count: 0
* Hold Crit Endpoint: RegData[2][18]
- In this run the remaining antenna-violating nets after routing total 0.
* Bufs on Longest Clock Path: 3
* Setup repair after global routing missed its margin: no
* CTS H-Tree Depth: 3
- Routed wire length per instance: 28.7 um
* Post-CTS setup buffers: 0
- TritonCTS built the clock tree.
* Synthesized chip area reported by yosys: between 40000 and 50000 um^2
* Top fanout value on the critical path: 18
- The analysis attributes to cell leakage a power of around 0.021 uW.
* DP HPWL: ~90 mm
* Fraction of the cycle the final worst path needs: between 90% and 100%
- The number of global-route vias before repair came to around 32000.
* Width of the die: approximately 350 um
* Portion of synthesized cell area occupied by the leading cell type: 62.8%
- The worst setup path is launched from a primary input.
- For this block, the initial DRC count from the detailed router was approximately 2000.
* Relative slew slack: about two fifths
* Number of enable-type register cells in the synthesized netlist: 1024
- Worst hold path class: primary input to flop
- In this run, CTS created clock tree buffers numbering 108.
* Die boundary height: around 350 um
* # placed instances: ~5000
- Filler-free cell count of the finished design: between 5000 and 6000
- After filler insertion, the fill cell instance count of the layout stands at 10168.
- The OpenROAD report gives the critical path a required time of between 4 and 5 ns.
- The flow ran to the end, and the final reports show no timing, DRC or antenna violations.
- Adding up every negative setup slack in the final design gives 0 ns.
- IO Port Bufs: roughly 110
- Warnings reported by Yosys during synthesis add up to 1.
- Total grt overflow: 0
- The highest clock rate this design can be run at is around 190 MHz.
* Layout cell share with drive strength beyond 1: 10.2%
- Flops & latches, synth: ~1000
- Warning total across the stage logs: 43
- The worst setup path is captured at an output port.
- After synthesis the cells add up to 48900 um^2.
- CTS saw ~1000 sinks.
- Of all flip-flops after synthesis, the portion carrying an async set or reset was 0%.
* Hold-fix buffer count after cts: 0
* IO Pins: roughly 130
- Data on the critical path arrives at its endpoint at 4.06 ns.
- Per the detail_route report, DRC violations left total 0.
- Post-CTS repair ended up resizing 0 cells.
- Global-route wire length before repair: 215 mm
- Cell types with the largest area share after synthesis: sky130_fd_sc_hd__edfxtp_1 (63%), sky130_fd_sc_hd__mux2i_1 (21%), sky130_fd_sc_hd__a22oi_1 (2.9%)
## routing by layer
layer  GRT usage [%]  wire [um]
met1            31.9      52900
met2            41.3      73100
met3            14.3      19200
met4            7.73       5470
met5           0.667        195
## placed cells by master (no fill, tap or decap), drive strengths merged, types with 65 or more instances in the layout
master | Yosys | final
mux2i | 1025 | 1025
edfxtp | 1024 | 1024
nand2 | 209 | 209
nand3 | 194 | 194
a22oi | 192 | 192
a21oi | 192 | 192
buf | 189 | 176
clkbuf | 66 | 130
a22o | 128 | 128
clkdlybuf4s50 | 0 | 111
nor3 | 65 | 65
## final cells by class
| cell class | count | area share, % |
|---|---|---|
| Timing Repair Buffer | 287 | 5.69 |
| Sequential cell | 1024 | 54.7 |
| Clock inverter | 66 | 1.00 |
| Inverter | 1 | 0.00668 |
| Multi-Input combinational cell | 2132 | 30.0 |
| Clock buffer | 130 | 4.99 |
| Antenna cell | 1 | 0.00445 |
| Tap cell | 1612 | 3.59 |
## worst max path at each step
stage / startpoint / slack [ns] / to / cells past startpoint
after CTS: instruction[17] / 0.59 / ReadData2[31] / 9
after global routing: instruction[17] / 0.50 / ReadData2[0] / 9
final: instruction[17] / 0.58 / ReadData2[31] / 9
## logic make-up (layout without fill, tap and decap cells)
group                  Yosys count  count (layout)  synth area share, %
multiplexers                  1026            1026                 21.0
other                            0               1                    0
flip-flops                    1024            1024                 62.8
buffers and inverters          256             484                 3.28
AND/OR/NAND/NOR                522             522                 4.78
AND-OR/OR-AND                  584             584                 8.13
## where the power goes
group          internal (uW)  switching [uW]  leakage, uW
registers               8250            43.7      0.00922
logic                    628             970      0.00971
clock network           3820            2810      0.00163
total                  12700            3830       0.0206
## metrics by stage
stage               setup WS (ns)  cell area, um^2  util [%]
floorplan                    1.90            48900         -
global placement            0.619            52900      43.8
detailed placement          0.599            52900      43.8
CTS                         0.587            56200      46.6
global route                0.498            56200      46.6
finish                      0.576            56200      46.6
## worst max-delay path, cell delays in order
cell and delay [ns]:
sky130_fd_sc_hd__clkdlybuf4s50_1 0.75, sky130_fd_sc_hd__nor2b_4 0.27, sky130_fd_sc_hd__buf_4 0.27, sky130_fd_sc_hd__buf_4 0.36, sky130_fd_sc_hd__a22o_1 0.19, sky130_fd_sc_hd__nor3_1 0.06
sky130_fd_sc_hd__a31oi_1 0.22, sky130_fd_sc_hd__nand3_1 0.25, sky130_fd_sc_hd__clkdlybuf4s50_1 0.49
Power figures rest on the tool's default switching activity, not on a simulated workload.
